==> ./design.v <==
`timescale 1ns/1ps
module alu(
           clk,            
           rst_n,          
           src1,           
           src2,           
           ALU_control,    
           result,         
           zero,           
           cout,           
           overflow        
           );
input           clk;
input           rst_n;
input  [32-1:0] src1;
input  [32-1:0] src2;
input   [4-1:0] ALU_control;
output [32-1:0] result;
output          zero;
output          cout;
output          overflow;
reg    [32-1:0] result;
reg             zero;
reg             cout;
reg             overflow;
wire   [32-1:0] carryTemp;
wire   [32-1:0] resultTemp;
wire set;
wire minus;
assign minus =  (ALU_control[2:1] == 2'b11);    
alu_top    aluUnit0 (src1[0],  src2[0],  set,  ALU_control[3], ALU_control[2], minus,          ALU_control[1:0], resultTemp[0],  carryTemp[0]);
genvar i;
generate
    for(i = 1; i < 31; i = i + 1) begin : aluUnit
        alu_top  aluUnit(src1[i],  src2[i],  1'b0, ALU_control[3], ALU_control[2], carryTemp[i-1], ALU_control[1:0], resultTemp[i],  carryTemp[i]);
    end
endgenerate 
alu_bottom aluUnit31(src1[31], src2[31], 1'b0, ALU_control[3], ALU_control[2], carryTemp[30],  ALU_control[1:0], resultTemp[31], carryTemp[31], set);
always@( posedge clk or negedge rst_n ) 
begin
    if (!rst_n) begin
        result = 32'b0;
    end
    else 
    begin
        result[32-1:0] = resultTemp[32-1:0];
        if (ALU_control[1:0] == 2'b10)   
            cout = carryTemp[31];
        else
            cout = 0;
        overflow = carryTemp[31] ^ carryTemp[30];
        if(result == 32'b0)
            zero = 1;
        else
            zero = 0;
    end
end
endmodule
`timescale 1ns/1ps
module alu_bottom(
               src1,        
               src2,        
               less,        
               A_invert,    
               B_invert,    
               cin,         
               operation,   
               result,      
               cout,        
               set
               );
input         src1;
input         src2;
input         less;
input         A_invert;
input         B_invert;
input         cin;
input [2-1:0] operation;
output reg    result;
output reg    cout;
output        set;
wire src1_temp, src2_temp;
reg andResult, orResult, addResult;
assign src1_temp =  A_invert ? ~src1 : src1;
assign src2_temp =  B_invert ? ~src2 : src2;
assign set = addResult;
always@(*)
begin
    andResult = src1_temp & src2_temp;
    orResult = src1_temp | src2_temp;
    {cout, addResult} = src1_temp + src2_temp + cin;
    case (operation)
    2'b00: result = andResult;
    2'b01: result = orResult;
    2'b10: result = addResult;
    2'b11: result = less;
    endcase
end
endmodule
`timescale 1ns/1ps
module alu_top(
               src1,        
               src2,        
               less,        
               A_invert,    
               B_invert,    
               cin,         
               operation,   
               result,      
               cout        
               );
input         src1;
input         src2;
input         less;
input         A_invert;
input         B_invert;
input         cin;
input [2-1:0] operation;
output reg    result;
output reg    cout;
wire src1_temp, src2_temp;
reg andResult, orResult, addResult;
assign src1_temp =  A_invert ? ~src1 : src1;
assign src2_temp =  B_invert ? ~src2 : src2;
always@(*)
begin
    andResult = src1_temp & src2_temp;
    orResult = src1_temp | src2_temp;
    {cout, addResult} = src1_temp + src2_temp + cin;
    case (operation)
    2'b00: result = andResult;
    2'b01: result = orResult;
    2'b10: result = addResult;
    2'b11: result = less;
    endcase
end
endmodule
==> ./run.sh <==
#!/bin/bash
# OpenROAD 26Q1-2900-gdf79404cd8, Yosys 0.63+post, stock flow scripts
make -C /OpenROAD-flow-scripts/flow DESIGN_CONFIG=/design/flow/config.mk WORK_HOME=/design/flow/orfs finish
==> ./config.mk <==
export PLATFORM = sky130hd
export DESIGN_NAME = alu
export DESIGN_NICKNAME = alu
export VERILOG_FILES = /design/flow/design.v
export SDC_FILE = /design/flow/constraint.sdc
export NUM_CORES = 4
export LEC_CHECK = 1
export CORE_UTILIZATION = 40
==> ./constraint.sdc <==
current_design alu

set clk_period 1.0
set clk_io_pct 0.2

create_clock -name clk0 -period $clk_period [get_ports {clk}]

set non_clock_inputs [all_inputs -no_clocks]
set_input_delay [expr $clk_period * $clk_io_pct] -clock clk0 $non_clock_inputs
set_output_delay [expr $clk_period * $clk_io_pct] -clock clk0 [all_outputs]
==> impl_metrics.py <==
# Generated from Yosys and OpenROAD reports
metrics = {
    "logic_synthesis": {
        "synth-edff-count": 3,
        "synthCells": 314,
        "synth_flops": 35,
        "yosysMostFrequentCell": "xnor2_1",
        "synth_warnings": 3,
        "yosysSeqAreaShare": 0.264,
        "top_area_cell": "dfrtp_1",
        "synthTopCellsByArea": "dfrtp_1 (24%), fa_1 (19%), xnor2_1 (11%), maj3_1 (6.2%), o22ai_1 (6.1%)",
        "avgSynthCellArea_um2": 10.8,
        "yosys-top-cells-count": "xnor2_1 (43), o22ai_1 (33), dfrtp_1 (32), fa_1 (32), nor2_1 (22)",
        "ys_types": 39,
        "yosys_cells": 314,
        "synth_area_um2": 3380,
        "ys_chip_area_um2": 3380,
        "synthArstFlopShare": 0.914,
        "yosysTopAreaCellShare": 0.237,
        "ys.flop_type": "dfrtp_1",
    },
    "sta": {
        "final_hold_viol_count": 9,
        "setup_viol": 36,
        "finalCritPeriodShare": 12.6,
        "hold_slack_ns": -0.00602,
        "tightest_slew_ns": 0.583,
        "relSlewSlack": 0.612,
        "period_minus_slack_ns": 12.62,
        "rsz0062_at_grt": "true",
        "setup_ws_ns": -11.62,
        "maxSlewViolCount": 0,
        "fmax_mhz": 79.2,
    },
    "drt": {
        "drtPass1Iterations": 4,
        "vias_per_cell": 4.97,
        "wire_per_inst_um": 15.8,
        "diodes": 0,
        "wl_mm": 9.38,
        "vias": 2944,
        "drtIter0Drc": 89,
        "drc": 0,
        "ant_nets": 0,
    },
    "worst_setup_path": {
        "worstPathRequired_ns": 1.15,
        "cp_common_cell": "fa_2",
        "end_kind": "flip-flop",
        "path_delay_family": "adder cells",
        "cpPeakStageDelay_ns": 0.44,
        "cpMaxStageDelayCell": "fa_2",
        "worstPathArrival_ns": 12.77,
        "startpoint_type": "primary input",
        "critPathBufInv": 4,
        "critPathMaxFanout": 3,
        "path_class": "in2reg",
    },
    "power_and_ir_drop": {
        "ir_worst_vdd_mv": 0.575,
        "p_leak_nw": 2.15,
        "p_per_area_nw_per_um2": 1220,
        "power_mw": 6.30,
    },
    "placement": {
        "gp_congestion": 0.910,
        "dp_slack_ns": -12.26,
        "io_buffers": 104,
        "hpwl_mm": 7.60,
    },
    "die": {
        "die_h_um": 93.9,
        "die_width_um": 93.9,
        "core_um2": 8180,
        "die_area_um2": 8820,
        "io_pins": 105,
        "rows": 33,
        "floorplan.core_util": 0.413,
    },
    "clock_tree": {
        "cts_made_buffers": 5,
        "numClockSinks": 35,
        "clock_path_buffers": 2,
        "path_clk_slew_ns": 0.08,
        "cts_tree": "yes",
        "htree_levels": 2,
        "root_buffer": "clkbuf_8",
    },
    "global_route": {
        "grtUsageTotal": 0.240,
        "gr-total-overflow": 0,
        "grt_antenna_before_repair": 0,
        "grt_max_degree": 39,
        "grt_pass1_vias": 3042,
        "grt_pass1_wl_mm": 15.4,
    },
    "status": {
        "run_status": "finished with violations",
        "violations": "negative hold slack, negative setup slack",
    },
    "flow_run": {
        "warning_count": 28,
        "max_cap_viol_count": 0,
    },
    "final_layout": {
        "area_growth_pct": 53.3,
        "post-route-util": 0.633,
        "drive_above_1_share": 0.409,
    },
    "min_path": {
        "holdCritPathClass": "in2async",
    },
}
## state kept, by name, indices dropped and copies added, names as in the netlist
name      count
cout          1
overflow      1
result       32
zero          1
## layout by cell type (no fill, tap or decap), types with 2 or more instances in the layout
cell,count
buf_4,75
clkdlybuf4s50_1,61
xnor2_1,39
buf_2,37
fa_2,32
dfrtp_1,32
maj3_1,21
nor2_1,21
o22ai_1,20
a21oi_1,14
nor3_1,13
o22ai_2,12
and3_1,11
xnor2_2,10
xor2_1,9
inv_1,9
nand4_1,9
xnor2_4,7
buf_6,7
clkbuf_8,5
inv_2,4
nand2_1,3
o21ai_1,3
edfxtp_1,3
o21ai_0,2
o31ai_1,2
nor3b_1,2
o31ai_2,2
clkbuf_1,2
dlygate4sd2_1,2
buf_8,2
## layout make-up
class,count,area [µm²]
clock buffers,7,76.3
clock inverters,1,5.00
fillers,662,3000
inverters,13,48.8
multi-input cells,245,2520
flip-flops and latches,35,891
well taps,105,131
repair buffers,186,1510
## power breakdown
part / internal (mW) / switching, mW
combinational: 1.99 / 1.57
clock: 0.489 / 0.521
sequential: 1.67 / 0.0544
total: 4.15 / 2.15
## routing by layer
metal	GRT usage	part of all wire	vias up	wire length (µm)
met3	0.0362	0.065	11	614
li1	-	-	1454	-
met2	0.368	0.46	117	4290
met4	0.0385	0.018	0	165
met5	0	0	-	0
met1	0.385	0.46	1362	4310
## cells by family (layout without fill, tap and decap cells)
| kind of cell | count (synthesis) | count (layout) | share of synthesized area |
|---|---|---|---|
| buffers and inverters | 34 | 207 | 0.0585 |
| and+or+nand+nor | 66 | 66 | 0.0993 |
| xor gates and xnor gates | 65 | 65 | 0.214 |
| adders and majority gates | 53 | 53 | 0.252 |
| DFF | 35 | 35 | 0.264 |
| AOI/OAI and AO/OA | 61 | 61 | 0.113 |
## metrics by stage
stage | cell area [µm²] | instances | setup TNS [ns]
final | 5180 | 592 | -219.83
after detailed placement | 5110 | 583 | -245.03
after CTS | 5180 | 592 | -222.55
after global routing | 5180 | 592 | -225.56
after floorplan | 3540 | 314 | -226.08
after global placement | 5110 | 583 | -243.74
## what timing repair did
| item | CTS | global route |
|---|---|---|
| setup endpoints to repair | 70 | 41 |
| pin swaps | 29 | 7 |
| gates resized | 154 | 3 |
| cloned | 0 | 0 |
| setup buffers | 6 | 3 |
| hold buffers | 0 | 0 |
## path summary, 6_finish.rpt
| kind | start | to | slack (ns) | depth (start not counted) |
|---|---|---|---|---|
| setup / recovery | src1[0] | zero$_DFFE_PP_ | -11.62 | 43 |
| hold / removal | rst_n | result[2]$_DFF_PN0_ | -0.006 | 2 |
| max in group asynchronous | rst_n | result[23]$_DFF_PN0_ | 0.76 | 2 |
| min in group clk0 | rst_n | cout$_SDFFCE_PN0P_ | 0.26 | 1 |
Power and IR drop assume default switching activity.
