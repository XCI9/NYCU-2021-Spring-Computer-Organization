### config.mk
export PLATFORM = sky130hd
export DESIGN_NAME = Branch_Check
export DESIGN_NICKNAME = Branch_Check
export VERILOG_FILES = /design/flow/design.v
export SDC_FILE = /design/flow/constraint.sdc
export NUM_CORES = 4
export LEC_CHECK = 1
export CORE_AREA = 10 10 75 75
export DIE_AREA = 0 0 85 85
### design.v
module Branch_Check(
          Branch_i,
          Beq_i,
          Bgt_i,
          RSdata_i,
          RTdata_i,
          Branch_o
          );
input          Branch_i;
input          Beq_i;
input          Bgt_i;
input [32-1:0] RSdata_i;
input [32-1:0] RTdata_i;
output     Branch_o;    
reg        Branch_o;
always @(*)begin
    if(Branch_i) begin
        case ({Bgt_i,Beq_i})
            2'b00: Branch_o <= (RSdata_i != RTdata_i);   
            2'b01: Branch_o <= (RSdata_i == RTdata_i);   
            2'b10: Branch_o <= (RSdata_i >  RTdata_i) ? 1 : 0;   
            2'b11: Branch_o <= (RSdata_i >= RTdata_i);   
        endcase
    end
    else Branch_o <= 0;
end
endmodule     
### constraint.sdc
current_design Branch_Check

set clk_period 3.7
set clk_io_pct 0.2

create_clock -name clk0 -period $clk_period

set non_clock_inputs [all_inputs -no_clocks]
set_input_delay [expr $clk_period * $clk_io_pct] -clock clk0 $non_clock_inputs
set_output_delay [expr $clk_period * $clk_io_pct] -clock clk0 [all_outputs]
### run.sh
#!/bin/bash
# OpenROAD 26Q1-2900-gdf79404cd8, Yosys 0.63+post, stock flow scripts
make -C /OpenROAD-flow-scripts/flow DESIGN_CONFIG=/design/flow/config.mk WORK_HOME=/design/flow/orfs finish
==> run_results.csv <==
group,metric,value,unit
synth,yosysSeqAreaShare,0,%
detailed_routing,vias_per_cell,4.18,
synth,simple_gate_area_share,15.2,%
hold_path,min_to,"Branch_o",
status,status,"finished, final reports clean",
global_routing,grt_start_max_net_pins,5,
detailed_routing,drt_iter0_markers,11,
power_and_ir_drop,internal_power,105,uW
timing,max_freq,279,MHz
place,gp_congestion,0.710,
synth,syn_area_per_cell,7.06,sq um
setup_path,crit_arrival,2840,ps
synth,fa_ha_area_share,48.5,%
synth,xor_share,0,%
cells_and_area,drive_gt1_share,8.29,%
setup_path,cp-end-kind,"output port",
flow_run,tool_warnings,32,
timing,hold_viol_final,0,
power_and_ir_drop,pwr-share-seq,0,%
setup_path,worstSetupPathType,"input pin to output port",
detailed_routing,wirelength,2.73,mm
global_routing,grt_overflow,0,
synth,postSynthCellCount,117,
detailed_routing,routedWlPerCell,11.3,microns
synth,yosysTopAreaCellShare,48.5,%
power_and_ir_drop,comb_power_share,100.0,%
synth,ys_sh_aoi,20.6,%
synth,top_cells_by_area,"ha_1, inv_1, a21oi_1",
timing,max_slew_margin,82.8,%
detailed_routing,drtPass1Iterations,4,
power_and_ir_drop,clock_power_share,0,%
detailed_routing,routed-via-count,1015,
synth,top_area_cell,"ha_1",
hold_path,hold_path_class,"input pin to output port",
die,core,4060,sq um
power_and_ir_drop,p_per_area,94.3,nW/um^2
cells_and_area,area_growth,104,%
die,die_h,85,microns
synth,syn_area,826,sq um
cells_and_area,post-route-util,41.4,%
place,io_buffers,68,
cells_and_area,regArea,0,sq um
global_routing,grt_pass1_wl,4.62,mm
synth,synth_warnings,1,
place,place.detailed.hpwl,2.62,mm
cts,cts-hold-fix-buffers,0,
power_and_ir_drop,leakagePower,0.000823,uW
die,boundaryPins,68,
global_routing,antenna_found_initial,0,
cells_and_area,flop-count,0,
die,dieArea,7230,sq um
timing,setup_violations,0,
power_and_ir_drop,peakVddDrop,0.0000311,V
detailed_routing,antenna_cells,0,
flow_run,maxCapViolations,0,
detailed_routing,remaining_drc_errors,0,
die,fp-utilization,20.4,%
global_routing,grt_pass1_vias,1013,
timing,period_minus_slack,3580,ps
setup_path,start_kind,"input pin",
timing,setup-tns-final,0,ps
cells_and_area,n_clock_buffer,0,
setup_path,crit_required,2960,ps
synth,ys_sh_mux,1.21,%
die,rows,23,
power_and_ir_drop,switchingPower,53.8,uW
synth,yosysUniqueCellTypes,21,
timing,slew_viol_final,0,
synth,ys_cells,117,
power_and_ir_drop,switching_share,33.9,%
synth,yosysChipArea,826,sq um
hold_path,hold_start,"Branch_i",
global_routing,grtUsageTotal,7.32,%
die,dieWidth,85,microns
timing,worstMarginPinSlew,258,ps
timing,period_used_share,96.8,%
synth,top_cells_by_count,"ha_1, inv_1, a21oi_1",
hold_path,whs_path_depth,3,
setup_path,critPathMaxFanout,3,
synth,top_logic_kind,"adder cells",
detailed_routing,ant_nets,0,
## layout by cell type (no fill, tap or decap), types with 2 or more instances in the layout
cell	instances
a21oi_1	11
a21oi_2	2
buf_4	8
clkdlybuf4s50_1	67
ha_1	29
ha_4	3
inv_1	32
nand2_1	8
nand3_1	4
nand4_1	6
nor2_1	5
o211ai_1	2
o21ai_0	3
## worst max path at each step
| stage | from | end | slack [ps] |
|---|---|---|---|
| 4_1_cts | RTdata_i[15] | Branch_o | 90 |
| 6_report | RTdata_i[11] | Branch_o | 120 |
| 5_1_grt | RTdata_i[9] | Branch_o | -2 |
## final cells by class
| class | instances | area [sq um] |
|---|---|---|
| fill | 411 | 2380 |
| multi-input combinational | 85 | 759 |
| timing repair buffer | 76 | 739 |
| inverter | 32 | 120 |
| tap | 50 | 62.6 |
## metrics by stage
step,area [sq um],instances,hold WS [ps],total power (uW),setup WS [ps]
6_report,1680,243,2230,159,117
5_1_grt,1680,243,2280,182,-1.92
4_1_cts,1650,243,2250,158,93.7
3_5_place_dp,1620,242,2420,154,-130
3_3_place_gp,1620,242,2420,154,-108
2_1_floorplan,826,117,1570,60.9,857
## cells by family after synthesis
kind of cell    after synthesis
compound gates               26
fa+ha+maj                    32
buf+inv                      32
mux                           1
simple gates                 26
## repair_timing
| action | in CTS | in global routing |
|---|---|---|
| setup endpoints to repair | 1 | 1 |
| pin swaps | 2 | 1 |
| gates cloned | 0 | 0 |
| gates resized | 4 | 4 |
| hold endpoints to repair | 0 | 0 |
| buffers inserted | 1 | 0 |
## power by group through the flow
| stage | sequential (uW) | clock [uW] | combinational [uW] |
|---|---|---|---|
| after global routing | 0 | 0 | 182 |
| after CTS | 0 | 0 | 158 |
| final | 0 | 0 | 159 |
## worst max-delay path, stage by stage
cell and delay [ps]:
clkdlybuf4s50_1 450, inv_1 40, ha_1 300, nand4_1 170, nor2_1 60, a221o_1 320, o311a_1 300, o211ai_2 130
a21boi_1 70, dlygate4sd2_1 250
## routing by layer
metal  share of wire [%]  global-route usage (%)  wire length, microns  vias to the layer above
li1                    -                       -                     -                      562
met1                  45                    9.51                  1230                      412
met2                  44                    12.2                  1200                       41
met3                  11                    2.41                   305                        0
met4                   0                       0                     0                        0
met5                   0                       0                     0                        -
No activity file was given, so power comes from the tool's default toggle rates.
