**/design/flow/design.v**
```verilog
module HazardDetectionUnit(
    MemRead_EX_i,
    RTaddr_ID_i,
    RTdata_ID_i,
    RSaddr_ID_i,
    RSdata_ID_i,
    RTaddr_EX_i,
    Branch_i,
    Stall_o,
    IF_Flush_o
    );
input           MemRead_EX_i;
input  [5-1:0]  RTaddr_ID_i;
input  [32-1:0] RTdata_ID_i;
input  [5-1:0]  RSaddr_ID_i;
input  [32-1:0] RSdata_ID_i;
input  [5-1:0]  RTaddr_EX_i;
input           Branch_i;
output          Stall_o;
output          IF_Flush_o;
reg        Stall_o;
reg        IF_Flush_o;
always @(*) begin
	if      (MemRead_EX_i && RTaddr_ID_i == RTaddr_EX_i) begin Stall_o <= 1; IF_Flush_o <= 0; end  
    else if (MemRead_EX_i && RSaddr_ID_i == RTaddr_EX_i) begin Stall_o <= 1; IF_Flush_o <= 0; end  
    else if (Branch_i)                                   begin Stall_o <= 0; IF_Flush_o <= 1; end  
    else                                                 begin Stall_o <= 0; IF_Flush_o <= 0; end
end
endmodule
```
**/design/flow/run.sh**
```bash
#!/bin/bash
# OpenROAD 26Q1-2900-gdf79404cd8, Yosys 0.63+post, stock flow scripts
make -C /OpenROAD-flow-scripts/flow DESIGN_CONFIG=/design/flow/config.mk WORK_HOME=/design/flow/orfs finish
```
**/design/flow/config.mk**
```make
export PLATFORM = sky130hd
export DESIGN_NAME = HazardDetectionUnit
export DESIGN_NICKNAME = HazardDetectionUnit
export VERILOG_FILES = /design/flow/design.v
export SDC_FILE = /design/flow/constraint.sdc
export NUM_CORES = 4
export LEC_CHECK = 1
export CORE_AREA = 10 10 70 70
export DIE_AREA = 0 0 80 80
```
**/design/flow/constraint.sdc**
```tcl
current_design HazardDetectionUnit

set clk_period 2.0
set clk_io_pct 0.2

create_clock -name clk0 -period $clk_period

set non_clock_inputs [all_inputs -no_clocks]
set_input_delay [expr $clk_period * $clk_io_pct] -clock clk0 $non_clock_inputs
set_output_delay [expr $clk_period * $clk_io_pct] -clock clk0 [all_outputs]
```
==> flow_summary.toml <==
# yosys + openroad results
[placed_design]
pre_cts_slack_ns = -0.346
place_congestion = 0.808
dpl.cell_count = 81
port_buffers = 19

[min_path]
worst_hold_path_type = "in -> out"
worstHoldStart = "RTaddr_ID_i[2]"
hold_depth = 6
hold_end = "Stall_o"

[synth]
ys_sh_simple_pct = 16.0
ys_cells = 16
synth_top_area_share_pct = 70.0
synthCells = 16
syn_area_um2 = 125
yosys_area_um2 = 125
ys_sh_aoi_pct = 14.0
yosysSeqAreaShare_pct = 0
synthAdderAreaFrac_pct = 0
logic_family = "XOR/XNOR gates"
yosysWarnings = 1
xor_area_share_pct = 70.0
synth_cell_types = 5
muxShareOfSynthArea_pct = 0
synth_area_per_cell_um2 = 7.82
synth.largest_area_cell = "xnor2_1"
synthTopCellsByArea = "xnor2_1 70%, nand4_1 10%, o221a_1 9.0%, nand2_1 6.0%, o22ai_1 5.0%"

[final_timing]
relSlewSlack_pct = 89.8
finalSetupViolations = 0
report.final.hold_viol_count = 0
finalCritPeriodShare_pct = 97.0
tightest_slew_ns = 0.151
max_freq_mhz = 516
drv_slew = 0
holdWs_ns = 1.36
fin_ws_ns = 0.0605
finalWorstPathRequiredPeriod_ns = 1.94

[final_layout]
syn2layout_area_growth_pct = 194
nClkBuffers = 0
fillers = 410
ff_count = 0
instances_no_fill = 82
seq_area_um2 = 0
comb_area_um2 = 125
fin_util_pct = 10.8
layout_top_cell = "clkdlybuf4s50_1"
drive_gt1_share_pct = 8.33
lay_top_cells = "12 x clkdlybuf4s50_1, 10 x xnor2_1, 4 x dlygate4sd2_1"

[floorplan]
pin_count = 83
fp_util_pct = 3.66
core-area_um2 = 3420
die_area_um2 = 6400
die_w_um = 80
die_y_um = 80
fp-row-count = 21

[route]
antenna_cells_inserted = 0
drc = 0
wl_um = 712
wl_per_cell_um = 8.68
antenna_left = 0
routed_via_density = 2.34
vias = 192
drt_pass1_iterations = 1
drt_iter0_markers = 0

[pwr]
ir_drop_mv = 0.0365
cellInternalPower_uw = 44.0
p_seq_share_pct = 0
switching_power_uw = 19.6
sw_frac_of_total_pct = 30.8
p_leak_nw = 0.124
finalPower_uw = 63.7
p_clk_share_pct = 0
power_frac_comb_pct = 100.0
powerDensity_nw_per_um2 = 173

[grt]
grt_max_degree = 3
antenna_found_initial = 0
overflow = 0
grt_use_total_pct = 2.19
grt_first_pass_wirelength_mm = 1.11
grt_pass1_vias = 201

[status]
status = "completed"

[critical_path]
arrival_ns = 1.54
cp.required_ns = 1.60
path_class = "in -> out"
end_kind = "output pin"
cp_max_fo = 2
worstSetupStartpointType = "input pin"

[job]
max-cap-violations = 0
openroad.warnings = 97

[clock_tree]
hold_buffers = 0
[per-layer routing]
layer / share of wire [%] / track usage (%) / up-vias
li1: - / - / 99
met1: 39 / 2.37 / 85
met2: 49 / 3.85 / 8
met3: 11 / 1.25 / 0
met4: 0 / 0 / 0
met5: 0 / 0 / -
[metrics by stage]
stage	cell area (µm²)	TNS [ns]
3_5_place_dp	373	-0.655
3_3_place_gp	373	-0.650
2_1_floorplan	125	0
6_report	368	0
4_1_cts	365	-0.0820
5_1_grt	368	-0.000520
[power by group through the flow]
stage	registers, mW	clock network (mW)	logic [mW]
CTS	0	0	0.0646
global route	0	0	0.0695
finish	0	0	0.0637
[final cells by class]
class / count / area share, %
Timing Repair Buffer: 20 / 50.3
Multi-Input combinational cell: 16 / 34.0
Tap cell: 46 / 15.6
[critical path: stages]
cell	delay (ns)
clkdlybuf4s50_1	0.47
xnor2_1	0.12
nand4_1	0.14
buf_4	0.15
o22ai_1	0.13
buf_2	0.12
[worst max-delay path by stage]
stage / start / endpoint / slack [ns] / depth (start not counted)
CTS: RTaddr_ID_i[2] / IF_Flush_o / -0.08 / 5
global route: RTaddr_ID_i[1] / Stall_o / -0.0005 / 6
finish: RTaddr_ID_i[1] / Stall_o / 0.06 / 6
[timing repair]
action	CTS	global route
setup endpoints to repair	2	2
pin swaps	3	4
buffers inserted	0	1
gates resized	6	6
[kinds of logic (layout without fill, tap and decap cells)]
group | Yosys count | count (layout)
XOR/XNOR | 10 | 10
buffers and inverters | 0 | 20
AND/OR/NAND/NOR | 4 | 4
AND-OR/OR-AND | 2 | 2
[cells in the mapped netlist]
cell,n
xnor2_1,10
nand4_1,2
o221a_1,1
nand2_1,2
o22ai_1,1
